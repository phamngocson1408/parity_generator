===== ./constraint.sdc =====
current_design DCLS_COMPARATOR_TEMPLATE

set clk_period 6.9
set clk_io_pct 0.2

create_clock -name clk0 -period $clk_period [get_ports {CLK}]

set non_clock_inputs [all_inputs -no_clocks]
set_input_delay [expr $clk_period * $clk_io_pct] -clock clk0 $non_clock_inputs
set_output_delay [expr $clk_period * $clk_io_pct] -clock clk0 [all_outputs]

===== ./config.mk =====
export PLATFORM = sky130hd
export DESIGN_NAME = DCLS_COMPARATOR_TEMPLATE
export DESIGN_NICKNAME = DCLS_COMPARATOR_TEMPLATE
export VERILOG_FILES = /design/flow/design.v
export SDC_FILE = /design/flow/constraint.sdc
export NUM_CORES = 4
export LEC_CHECK = 1
export CORE_UTILIZATION = 40

===== ./run.sh =====
#!/bin/bash
# OpenROAD 26Q1-2900-gdf79404cd8, Yosys 0.63+post, stock flow scripts
make -C /OpenROAD-flow-scripts/flow DESIGN_CONFIG=/design/flow/config.mk WORK_HOME=/design/flow/orfs finish

===== ./design.v =====
module DCLS_COMPARATOR_TEMPLATE #(
    parameter DATA_WIDTH = 32,
    parameter MAX_INPUT_WIDTH = 32,   
    parameter NUM_OR_STAGES = 0       
) (
    input CLK,
    input RESETN,
    input [DATA_WIDTH-1:0] DATA_IN_A,
    input [DATA_WIDTH-1:0] DATA_IN_B,
    input ENERR_DCLS,     
    input FIERR_DCLS,     
    output reg ERR_DCLS,    
    output reg ERR_DCLS_B,  
    output reg VALID_OUT,   
    output reg IS_FIERR_OUT  
);
    localparam STATE_NORMAL      = 1'b0;   
    localparam STATE_FAULT_TEST  = 1'b1;   
    reg current_state, next_state;
    reg next_err_dcls;
    reg [DATA_WIDTH-1:0] comparator_input_a;
    reg [DATA_WIDTH-1:0] comparator_input_b;
    reg [DATA_WIDTH*2-1:0] fault_injection_mask;   
    reg [$clog2(DATA_WIDTH*2)-1:0] test_bit_index, next_test_bit_index;   
    wire comparison_mismatch;   
    wire segment_valid_out;      
    localparam int STATE_PIPELINE_DEPTH = (NUM_OR_STAGES + 2 > 0) ? (NUM_OR_STAGES + 2) : 1;
    reg [STATE_PIPELINE_DEPTH-1:0] state_pipeline;
    DCLS_SEGMENT_COMPARATOR #(
        .DATA_WIDTH(DATA_WIDTH),
        .MAX_INPUT_WIDTH(MAX_INPUT_WIDTH),
        .NUM_OR_STAGES(NUM_OR_STAGES)
    ) u_segment_cmp (
        .CLK(CLK),
        .RESETN(RESETN),
        .DATA_IN_A(comparator_input_a),
        .DATA_IN_B(comparator_input_b),
        .VALID_IN(ENERR_DCLS),
        .MISMATCH(comparison_mismatch),
        .VALID_OUT(segment_valid_out)
    );
    always_comb begin
        if (current_state == STATE_FAULT_TEST) begin
            comparator_input_a = fault_injection_mask[DATA_WIDTH-1:0];
            comparator_input_b = fault_injection_mask[DATA_WIDTH*2-1:DATA_WIDTH];
        end
        else begin
            comparator_input_a = DATA_IN_A;
            comparator_input_b = DATA_IN_B;
        end
    end
    always_comb begin
        next_state = current_state;
        next_err_dcls = ERR_DCLS;
        next_test_bit_index = test_bit_index;
        fault_injection_mask = {DATA_WIDTH*2{1'b0}};
        VALID_OUT = segment_valid_out;
        if (!ENERR_DCLS) begin
            next_err_dcls = 1'b0;
        end
        else begin
        	if (comparison_mismatch & segment_valid_out) begin
        	    next_err_dcls = 1'b1;
            end else begin
        	    next_err_dcls = 1'b0;
            end
            case (current_state)
                STATE_NORMAL: begin
                    if (FIERR_DCLS) begin
                        next_state = STATE_FAULT_TEST;
                        next_test_bit_index = 'd0;
                    end
                end
                STATE_FAULT_TEST: begin
                    fault_injection_mask[test_bit_index] = 1'b1;
                    next_test_bit_index = test_bit_index + 1;
                    if (FIERR_DCLS == 1'b0) begin
                        next_state = STATE_NORMAL;
                    end
                end
            endcase
        end
    end
    always @(posedge CLK or negedge RESETN) begin
        if (!RESETN) begin
            current_state <= STATE_NORMAL;
            test_bit_index <= 'd0;
            ERR_DCLS <= 1'b0;
            ERR_DCLS_B <= 1'b1;
            state_pipeline <= {STATE_PIPELINE_DEPTH{1'b0}};
        end
        else begin
            current_state <= next_state;
            test_bit_index <= next_test_bit_index;
            ERR_DCLS <= next_err_dcls;
            ERR_DCLS_B <= !next_err_dcls;
            state_pipeline <= {state_pipeline[STATE_PIPELINE_DEPTH-2:0], current_state};
        end
    end
    always @(*) begin
        IS_FIERR_OUT = state_pipeline[STATE_PIPELINE_DEPTH-1];
    end
endmodule
module DCLS_SEGMENT_COMPARATOR #(
    parameter DATA_WIDTH = 1024,
    parameter MAX_INPUT_WIDTH = 32,   
    parameter NUM_OR_STAGES = 0       
) (
    input CLK,
    input RESETN,
    input [DATA_WIDTH-1:0] DATA_IN_A,
    input [DATA_WIDTH-1:0] DATA_IN_B,
    input VALID_IN,
    output reg MISMATCH,
    output reg VALID_OUT
);
    localparam NUM_COMPARATORS = (DATA_WIDTH + MAX_INPUT_WIDTH - 1) / MAX_INPUT_WIDTH;
    localparam BITS_PER_STAGE = MAX_INPUT_WIDTH;
    localparam int TOTAL_LATENCY = 1 + NUM_OR_STAGES;
    reg [TOTAL_LATENCY-1:0] valid_pipeline;
    wire [NUM_COMPARATORS-1:0] segment_error;
    generate
        genvar s;
        for (s = 0; s < NUM_COMPARATORS; s = s + 1) begin : sub_cmp
            localparam int START_BIT = s * BITS_PER_STAGE;
            localparam int END_BIT = ((s+1) * BITS_PER_STAGE > DATA_WIDTH) ? 
                                     (DATA_WIDTH - 1) : ((s+1) * BITS_PER_STAGE - 1);
            assign segment_error[s] = (DATA_IN_A[END_BIT:START_BIT] == DATA_IN_B[END_BIT:START_BIT]) 
                                     ? 1'b0 : 1'b1;
        end
    endgenerate
    generate
        if (TOTAL_LATENCY == 1) begin : latency_1
            always @(posedge CLK or negedge RESETN) begin
                if (!RESETN) begin
                    valid_pipeline <= 1'b0;
                end
                else begin
                    valid_pipeline <= VALID_IN;
                end
            end
        end
        else begin : latency_gt_1
            always @(posedge CLK or negedge RESETN) begin
                if (!RESETN) begin
                    valid_pipeline <= {TOTAL_LATENCY{1'b0}};
                end
                else begin
                    valid_pipeline <= {valid_pipeline[TOTAL_LATENCY-2:0], VALID_IN};
                end
            end
        end
    endgenerate
    always @(*) begin
        VALID_OUT = valid_pipeline[TOTAL_LATENCY-1];
    end
    generate
        if (NUM_OR_STAGES == 0) begin : no_pipeline
            always @(posedge CLK or negedge RESETN) begin
                if (!RESETN) begin
                    MISMATCH <= 1'b0;
                end
                else begin
                    MISMATCH <= |segment_error;
                end
            end
        end
        else begin : with_pipeline
            genvar st, g;
            localparam int MAX_INPUTS_PER_GATE = $ceil(NUM_COMPARATORS ** (1.0 / NUM_OR_STAGES));
            for (st = 1; st <= NUM_OR_STAGES; st = st + 1) begin : or_stages
                localparam int IN_W  = (st == 1) ? 
                                       NUM_COMPARATORS : 
                                       or_stages[st-1].OUT_W;
                localparam int INPUTS_PER_GATE = (st < NUM_OR_STAGES)&(IN_W > MAX_INPUTS_PER_GATE) ? 
                                                 MAX_INPUTS_PER_GATE :
                                                 IN_W;
                localparam int OUT_W_RAW = (IN_W + INPUTS_PER_GATE - 1) / INPUTS_PER_GATE;
                localparam int OUT_W = (OUT_W_RAW == 0) ? 1 : OUT_W_RAW;
                initial begin
                    $display("[DCLS_SEGMENT_COMPARATOR] Stage %d: MAX_INPUTS=%d, IN_W=%d, INPUTS_PER_GATE=%d, OUT_W=%d", 
                             st, MAX_INPUTS_PER_GATE, IN_W, INPUTS_PER_GATE, OUT_W);
                end
                reg [OUT_W-1:0] stage_data;
                for (g = 0; g < OUT_W; g = g + 1) begin : gate
                    localparam int START = g * INPUTS_PER_GATE;
                    if (START >= IN_W) begin : empty_gate
                        always @(posedge CLK or negedge RESETN) begin
                            if (!RESETN) stage_data[g] <= 1'b0;
                            else         stage_data[g] <= 1'b0;
                        end
                    end
                    else begin : nonempty_gate
                        localparam int END_C = ((START + INPUTS_PER_GATE) > IN_W) ? IN_W : (START + INPUTS_PER_GATE);
                        localparam int W     = (END_C - START);  
                        if (st == 1) begin : s1
                            always @(posedge CLK or negedge RESETN) begin
                                if (!RESETN) stage_data[g] <= 1'b0;
                                else         stage_data[g] <= |segment_error[START +: W];
                            end
                        end
                        else begin : sn
                            always @(posedge CLK or negedge RESETN) begin
                                if (!RESETN) stage_data[g] <= 1'b0;
                                else         stage_data[g] <= |or_stages[st-1].stage_data[START +: W];
                            end
                        end
                    end
                end
            end
            always @(posedge CLK or negedge RESETN) begin
                if (!RESETN) MISMATCH <= 1'b0;
                else         MISMATCH <= or_stages[NUM_OR_STAGES].stage_data[0];
            end
        end
    endgenerate
endmodule

==> notes.md <==
Summary of the current implementation state.

- The run finished with clean final reports.
- The final standard cell count with taps included and fillers excluded is 383, for reference.
- The initial antenna violation count is 0, for reference.
- The post-placement setup slack is 2.39 ns, for reference.
- Per the post-synthesis report, the number of cells in the design is 270.
- The die width is between 70 and 80 um, for reference.
- Ranked by total cell area, the synthesized netlist is headed by dfrtp_1 (15%), xor2_1 (6.3%), nand2_1 (4.4%).
- The worst reg2reg path endpoint is u_segment_cmp.MISMATCH, for reference.
- The final timing report gives a worst setup slack of 2.62 ns.
- The clock drives 13 sinks.
- The ratio of final minimum period to clock period is 62.0%, for reference.
- The initialized floorplan defines 25 standard-cell rows.
- For the completed layout, the total cell area is recorded as 0.00271 mm^2.
- The cell depth of the worst hold path is 0, for reference.
- For the worst flop-to-flop path, the logic depth is 10.
- Per the synthesis report, the single largest cell type by area occupies about 15% of cell area.
- The wire length after detailed routing is 6.24 mm, for reference.
- The time the final worst path needs with I/O delays and setup is around 4.3 ns, for reference.
- The clock slew at the register clock pins of the worst setup and hold paths is around 0.060 ns, for reference.
- Looking at the reg2reg group, the worst path starts from test_bit_index[0].
- The cell count listed in synth_stat.txt is 270, for reference.
- The nature of the critical path endpoint is a register, for reference.
- For this sky-water flow run, the detailed-routed wirelength per cell is reported as 16.3 um.
- The endpoint of the worst hold path is reported as state_pipeline[1].
- Between the synthesized netlist and the finished layout, the area growth was recorded as 39.1%.
- Buffers inserted to repair hold after CTS numbered 0.
- The analysis reports a worst IR drop on VDD of 0.206 mV.
- Counting tap cells, the placed design contains a total of 379 instances.
- The async set-reset flop share out of synthesis is about 100%, for reference.
- The global-route congestion overflow total is 0, for reference.
- For reference, the top cells by count after synthesis are nand2_1 (23), nor2_1 (20), clkbuf_1 (15).
- The share of the Yosys chip area taken by registers is 16.8%.
- The critical path endpoint has a required time of around 7 ns.
- The DRC violations left is 0, for reference.
- The setup path with the least slack is of type in -> reg.
- On the final layout, the worst hold slack is 0.343 ns.
- Clock tree synthesis inserted a total of 3 buffers.
- The antenna violation net count after detailed routing is 0, for reference.
- The worst-case clock skew is approximately 0.0041 ns, for reference.
- The level count of the clock H-tree is 1, for reference.
- The cell type contributing the most total cell area after synthesis is dfrtp_1, for reference.
- For this run, the script counts the antenna cells in the layout as 0.
- The utilization of the core after routing is 57.8%, for reference.
- In the final timing run, aggregate negative setup slack is 0 ns.
- The proportion of layout cells with a drive suffix above 1 is 4.56%, for reference.
- The overall fraction of global-route tracks in use is 24.5%, for reference.
- Post-CTS repair ended up resizing 0 cells.
- The effective utilization at floorplan is between 40% and 50%, for reference.
- The gate-level netlist out of Yosys references 60 unique cell types.
- Setup repair after global routing left no endpoint under its margin.
- The first detailed-routing pass ran for 5 iterations.
- For the worst min-delay path, the startpoint reported by OpenROAD is state_pipeline[0].
- The post-synth design cell area is 0.00195 mm^2, for reference.
- Entering global routing, the biggest net connects 27 pins.
- Clock tree synthesis selected as its root buffer the cell clkbuf_8.
- The arrival time at the worst endpoint is 4.37 ns, for reference.
- After synthesis the netlist holds a flip-flop and latch count of 13.
- Yosys printed 2 warnings.
- Per the detail_route report, vias per standard cell equal 6.00.
- In this run the register-to-register setup slack is 2.65 ns.
- The number of flops mapped to enable cells by yosys is 0, for reference.
- The stage logs contain a warning count of 30.
- The number of setup buffers added after CTS is 0.
- At the end of routability-driven placement, the weighted congestion stood at a little over 0.9.
- After legalization and detailed placement, the total HPWL measured 4.91 mm.
- The overall via count from detail_route is 2298, for reference.
- Looking at the critical path, the highest net fanout was 12.
- The kind of start point of the critical path is a primary input, for reference.
- Port buffering added around 71 buffers.
- The clock passes through at most 2 buffers.
- The first global-routing pass estimated 9.85 mm of wire.
- The clock latency reported for the late side of the worst-skew pair is roughly 0.25 ns, for reference.
- Per the final report, max-transition violations number 0.
- The maximum clock frequency is approximately 230 MHz, for reference.
- The TritonCTS clock tree is yes, for reference.
- The leakage component of the power is a little under 1 nW, for reference.
- The most used flip-flop cell is dfrtp_1, for reference.
- Dividing total power by cell area gives a power density of 206 mW/mm^2.
- The tool flagged a number of max-cap violations equal to 0.
- The floorplan step defined a die boundary enclosing 0.00515 mm^2.
- The class of the tightest hold or removal check is reg -> reg, for reference.
- The initial DRC count is 239, for reference.
- The post-synthesis cell type with the largest instance count is nand2_1, for reference.
- 72 I/O pins were placed.
- The placed instance area is approximately 0.0027 mm^2, for reference.
- In this run the mean area of a mapped cell was between 7 and 8 um^2.
- The completed layout was analyzed and its total power is 559 uW.
- For reference, the final report shows the hold violation count at 0.
- The floorplan step set the die height to 71.8 um.
- Yosys reports a chip area of about 0.002 mm^2.
- The area inside the core boundary is ~0.0047 mm^2, for reference.
- The remaining max-slew budget at the tightest pin is 41.9%, for reference.
- At the pin with the least slew margin, the transition time is 0.872 ns.
- The number of global-route vias before repair is 2059, for reference.
- For this run, the final setup violation count is recorded as 0.
power breakdown:
part / switching, mW / total (mW) / internal, mW
Sequential: 0.0330 / 0.120 / 0.0873
Combinational: 0.225 / 0.370 / 0.145
Clock: 0.0287 / 0.0686 / 0.0399
Total: 0.287 / 0.559 / 0.272
per-layer routing:
layer  routed length (um)  GRT usage, %  vias to the layer above
met5                    0             0                        -
met1                 2900          38.6                     1038
met4                  106          4.79                        0
met3                  523          3.71                        8
li1                     -             -                     1133
met2                 2710          36.2                      119
critical path, stage by stage:
cell             delay [ns]
clkdlybuf4s50_1        0.68
nor4bb_1               0.33
buf_4                  0.21
a21bo_2                0.25
o311ai_0               0.31
nand3_1                0.11
or4_1                  0.49
nor4_1                 0.43
o221ai_1               0.18
cell usage in the layout, fill, tap and decap left out, types with 3 or more instances in the layout:
cell type        synthesis  final
a31oi_1                  7      7
o21ai_0                 11     11
o22ai_1                  6      6
nand2b_1                13     13
clkdlybuf4s50_1          0     71
xnor2_1                  7      7
o31ai_1                  3      3
nor4_1                   8      8
inv_1                   12     12
nor2_1                  20     20
nand3_1                  9      9
clkbuf_8                 0      3
dfrtp_1                 12     12
a21oi_1                 12     12
nand4_1                  4      4
o221ai_1                 3      3
nand2_1                 23     23
or3_1                    3      3
xor2_1                  14     14
nor3_1                  10     10
buf_4                    1      3
ha_1                     5      5
and3_1                   5      5
and2_1                   3      3
nor2b_1                 10     10
o311ai_0                 6      6
cells by family (layout without fill, tap and decap cells):
kind of cell	count (synthesis)	in the layout	synth area share, %
AOI/OAI and AO/OA	79	79	30.2
DFF	13	13	16.8
adders and majority gates	5	5	3.21
muxes	1	1	0.578
buffers and inverters	31	90	6.68
and+or+nand+nor	120	120	33.1
xor gates and xnor gates	21	21	9.44
worst max path at each step:
stage                      from                endpoint  slack (ns)  depth (start not counted)
finish               ENERR_DCLS  u_segment_cmp.MISMATCH        2.62                          9
CTS                  ENERR_DCLS  u_segment_cmp.MISMATCH        2.63                          9
global route  test_bit_index[0]  u_segment_cmp.MISMATCH        2.39                         10
sequential cells by signal (all words and copies together) (netlist names):
| signal | flops |
|---|---|
| u_segment_cmp.MISMATCH | 1 |
| test_bit_index | 6 |
| current_state | 1 |
| state_pipeline | 2 |
| u_segment_cmp.valid_pipeline | 1 |
| ERR_DCLS_B | 1 |
| ERR_DCLS | 1 |
final cells by class:
type                    count  area (um^2)
fillers                   460         1980
multi-input cells         226         1490
repair buffers             74          733
flip-flops and latches     13          327
well taps                  54         67.6
inverters                  12         45.0
clock buffers               3         41.3
clock inverters             1         5.00
Power is estimated from default activity; no workload was simulated.
